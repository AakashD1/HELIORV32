`flow/design.v`:
```
module Control_Unit(
    input [6:0] opcode,
    output reg Branch,
    output reg Jump,
    output reg RegWrite,
    output reg ALUSrc,
    output reg [1:0] ALUOp,
    output reg MemRead,
    output reg MemWrite,
    output reg [2:0] MemToReg
    );
    always @(*) begin
        case (opcode)
            7'b0110011: begin
                {Branch, Jump, RegWrite, ALUSrc, ALUOp, MemRead, MemWrite, MemToReg} <= {1'b0, 1'b0, 1'b1, 1'b0, 2'b10, 1'b0, 1'b0, 3'b000};
            end
            7'b0010011:begin
                {Branch, Jump, RegWrite, ALUSrc, ALUOp, MemRead, MemWrite, MemToReg} <= {1'b0, 1'b0, 1'b1, 1'b1, 2'b10, 1'b0, 1'b0, 3'b000};
            end
            7'b0000011:begin
                {Branch, Jump, RegWrite, ALUSrc, ALUOp, MemRead, MemWrite, MemToReg} <= {1'b0, 1'b0, 1'b1, 1'b1, 2'b00, 1'b1, 1'b0, 3'b001};
            end
            7'b0100011: begin
                {Branch, Jump, RegWrite, ALUSrc, ALUOp, MemRead, MemWrite, MemToReg} <= {1'b0, 1'b0, 1'b0, 1'b1, 2'b00, 1'b0, 1'b1, 3'bXXX};
            end
            7'b1100011: begin
                {Branch, Jump, RegWrite, ALUSrc, ALUOp, MemRead, MemWrite, MemToReg} <= {1'b1, 1'b0, 1'b0, 1'b0, 2'b01, 1'b0, 1'b0, 3'bXXX};
            end
            7'b0110111: begin
                {Branch, Jump, RegWrite, ALUSrc, ALUOp, MemRead, MemWrite, MemToReg} <= {1'b0, 1'b0, 1'b1, 1'b1, 2'b00, 1'b0, 1'b0, 3'b010};
            end
            7'b0010111: begin
                {Branch, Jump, RegWrite, ALUSrc, ALUOp, MemRead, MemWrite, MemToReg} <= {1'b0, 1'b0, 1'b1, 1'b1, 2'b00, 1'b0, 1'b0, 3'b011};
            end
            7'b1101111: begin
                {Branch, Jump, RegWrite, ALUSrc, ALUOp, MemRead, MemWrite, MemToReg} <= {1'b0, 1'b1, 1'b1, 1'bX, 2'bXX, 1'b0, 1'b0, 3'b100};
            end
            default: begin
                {Branch, Jump, RegWrite, ALUSrc, ALUOp, MemRead, MemWrite, MemToReg} <= {1'b0, 1'b0, 1'b1, 1'b0, 2'b10, 1'b0, 1'b0, 3'b000};
            end  
        endcase
    end
endmodule
```
`flow/run.sh`:
```
#!/bin/bash
# OpenROAD 26Q1-2900-gdf79404cd8, Yosys 0.63+post, stock flow scripts
make -C /OpenROAD-flow-scripts/flow DESIGN_CONFIG=/design/flow/config.mk WORK_HOME=/design/flow/orfs finish
```
`flow/config.mk`:
```
export PLATFORM = sky130hd
export DESIGN_NAME = Control_Unit
export DESIGN_NICKNAME = Control_Unit
export VERILOG_FILES = /design/flow/design.v
export SDC_FILE = /design/flow/constraint.sdc
export NUM_CORES = 4
export LEC_CHECK = 1
export CORE_AREA = 10 10 70 70
export DIE_AREA = 0 0 80 80
```
`flow/constraint.sdc`:
```
current_design Control_Unit

set clk_period 2.7
set clk_io_pct 0.2

create_clock -name clk0 -period $clk_period

set non_clock_inputs [all_inputs -no_clocks]
set_input_delay [expr $clk_period * $clk_io_pct] -clock clk0 $non_clock_inputs
set_output_delay [expr $clk_period * $clk_io_pct] -clock clk0 [all_outputs]
```
==> Changelog: implementation <==
## Flow update

* Run status: complete, no violations
* CP peak stage delay at between 500 and 600 ps
* Layout cells sized above 1 at 20.83%
* Post-route cell area at 439.2 sq um
* Cell types with the highest counts after synthesis: nor2_1 (5), buf_4 (2), nand3_1 (2), nor2b_1 (2), nor4_1 (2)
* Period Utilization, post-route at ~92%
* Area after DPL at approximately 430 sq um
* Hold-fix buffers at CTS at 0
* Core Util at FP at 4.212%
* Row cnt at 21
* Detailed Route Iter0 Violations at 7
* Die area at 6400 sq um
* IO Port Bufs at 18
* Yosys top cell by instances: nor2_1
* Pwr per Cell Area at about 75 nW/um^2
* Maximum vdd drop at 11.83 uV
* Max-Cap Viols at 0
* Overall Power at 32.83 uW
* Crit Path Class: input pin to output port
* Vias per cell at a little under 3
* Setup ws final at 208.7 ps
* RSZ-0062 raised after global routing: no
* Worst setup EP type: output port
* Tmin final at 2491 ps
* Wirelength, routed at ~740 um
* Clkbuf count at 0
* Hold/Removal Path Class: input pin to output port
* Clock share of power at 0%
* CP startpoint: opcode[3]
* Yosys stat area at 143.9 sq um
* Synth cell types at 16
* Mapped cell area at 143.9 sq um
* Core Box Area at 3416 sq um
* Total global routing overflow at 0
* Fmax at 401.4 MHz
* Area growth syn-to-layout at 205.2%
* Die height at 80 um
* Register area at 0 sq um
* Combinational share of power at 100.0%
* Syn_area_per_cell at 5.995 sq um
* Die width at 80 um
* DRC viols at 0
* Ys cells at 24
* Final Max Slew Viols at 0
* Worst EP required at 2160 ps
* Routability Congestion at 0.7796
* Arrival @ worst endpoint at 1950 ps
* Drt pass-1 iters at 2
* Internal Power at 19.69 uW
* Switching Fraction at 40.03%
* Ys Warns at 1
* First-pass GRT wire length at 1.131 mm
* NetSw at between 10 and 15 uW
* Seq_cells at 0
* Final Setup Violations at 0
* Worst slew margin at 81.34%
* Cell taking the most area after synthesis: nor2_1
* Setup TNS at 0 ps
* Place WS at -21.37 ps
* Initial antenna violation count at 0
* Post-CTS setup buffers at 0
* Sequential share of power at 0%
* Log Warnings at 32
* Worst-path cell chain: dlygate4sd2_1 -> nor2_1 -> nand3_1 -> buf_4 -> nor4_1 -> clkdlybuf4s50_1
* Top Ports at 18
* Antenna viol nets, final at 0
* Antenna diodes at 0
* Crit-path max FO at 6
* Total number of vias at between 200 and 300
* Cell area leaders: nor2_1 (13%), buf_4 (10%), nor2b_1 (8.7%)
* P_leak at around 0.00019 uW
* CP endpoint: MemRead
* Detailed Place HPWL at 627.5 um
* Total GRT Usage at ~2.0%
* Filler instances at 391
* Vias in the first global route at about 250
* Seq/Total Area, Yosys at 0%
* CP startpoint kind: input pin
* Cell count after synthesis at 24
* Hold Crit Depth at 3
* Slowest-stage cell, CP: clkdlybuf4s50_1
* Final hold violations at 0
* Pin count of the biggest net entering global routing at 9
* Slew @ Worst Pin at 277.4 ps
* Routed wire length per instance at just under 8 um
* Area share, top type at 13.04%
* Logic area at ~130 sq um
-- critical path: cells and delay by family --
kind,cells,cell delay [ps]
buffers and inverters,3,980
AND/OR/NAND/NOR,3,440
-- cells by family after synthesis --
group	count (synthesis)	share of synthesized area, %
buf+inv	3	13.04
simple gates	18	72.17
compound gates	3	14.79
-- timing repair --
action / 4_1_cts / 5_1_grt
pin swaps: 0 / 3
gates resized: 3 / 5
endpoints found under the setup margin: 4 / 7
-- stage by stage --
step,cells,hold slack [ps],utilization (%)
floorplan,24,1093,-
global placement,94,2094,12.49
detailed placement,94,2073,12.49
CTS,94,1899,12.49
global route,94,1726,12.86
finish,94,1710,12.86
-- cell type report --
type / instances / area share, %
Tap cell: 46 / 13.11
Timing Repair Buffer: 26 / 56.98
Multi-Input combinational cell: 21 / 29.06
Inverter: 1 / 0.8547
-- cells in the final DEF, fill, tap and decap left out, types with 2 or more instances in the layout --
cell type | Yosys | layout
dlymetal6s2s_1 | 0 | 5
nor2_1 | 5 | 4
clkdlybuf4s50_1 | 0 | 11
nor2b_1 | 2 | 2
nor4_1 | 2 | 2
nand3_1 | 2 | 2
dlygate4sd2_1 | 0 | 2
buf_4 | 2 | 8
-- metal layers --
layer  GRT usage (%)  share of wire [%]  wire (um)  vias up
met2           3.050                 33        242       17
li1                -                  -          -      140
met5               0                  0          0        -
met1           2.769                 47        346      119
met3          0.7955                 20        146        0
met4               0                  0          0        0
-- power groups by stage --
stage / Combinational [uW] / Clock, uW / Sequential [uW]
4_1_cts: 34.0 / 0 / 0
5_1_grt: 36.3 / 0 / 0
6_report: 32.8 / 0 / 0
-- worst min-delay path by stage --
stage | from | endpoint | slack (ps)
after CTS | opcode[2] | MemRead | 1900
after global routing | opcode[5] | MemRead | 1730
final | opcode[5] | MemRead | 1710
No activity file was given, so power comes from the tool's default toggle rates.

$ cat flow/design.v
module Register_File #(parameter ADDRESS_WIDTH = 5,
                       parameter DATA_WIDTH = 32)(
    input clock, reset,
    input RegWrite,
    input [ADDRESS_WIDTH - 1:0] READ_ADDRESS_1, READ_ADDRESS_2, WRITE_ADDRESS,
    input [DATA_WIDTH - 1:0] WRITE_DATA,
    output [DATA_WIDTH - 1:0] READ_DATA_1, READ_DATA_2
    );
    reg [DATA_WIDTH - 1:0] register [0:2**ADDRESS_WIDTH - 1];
    assign READ_DATA_1 = register[READ_ADDRESS_1];
    assign READ_DATA_2 = register[READ_ADDRESS_2];
    integer i;
    initial begin
        for (i = 0; i < DATA_WIDTH; i = i + 1)
            begin
                register[i] = {DATA_WIDTH{1'b0}};
            end
    end
    always @(posedge clock or posedge reset)
        begin
            if (reset)
                for (i = 1; i < 2**ADDRESS_WIDTH; i = i + 1)
                    begin
                        register[i] <= {DATA_WIDTH{1'b0}};
                    end
            else if (RegWrite && WRITE_ADDRESS != {ADDRESS_WIDTH{1'b0}})
                register[WRITE_ADDRESS] <= WRITE_DATA;
        end
endmodule
$ cat flow/run.sh
#!/bin/bash
# OpenROAD 26Q1-2900-gdf79404cd8, Yosys 0.63+post, stock flow scripts
make -C /OpenROAD-flow-scripts/flow DESIGN_CONFIG=/design/flow/config.mk WORK_HOME=/design/flow/orfs finish
$ cat flow/config.mk
export PLATFORM = sky130hd
export DESIGN_NAME = Register_File
export DESIGN_NICKNAME = Register_File
export VERILOG_FILES = /design/flow/design.v
export SDC_FILE = /design/flow/constraint.sdc
export NUM_CORES = 4
export LEC_CHECK = 1
export CORE_UTILIZATION = 50
$ cat flow/constraint.sdc
current_design Register_File

set clk_period 8.9
set clk_io_pct 0.2

create_clock -name clk0 -period $clk_period [get_ports {clock}]

set non_clock_inputs [all_inputs -no_clocks]
set_input_delay [expr $clk_period * $clk_io_pct] -clock clk0 $non_clock_inputs
set_output_delay [expr $clk_period * $clk_io_pct] -clock clk0 [all_outputs]
==> notes.md <==
fresh numbers from the pnr run: status finished, final reports clean, Log Warnings 43, Buffers on Ports 113, Avg Cell Area, Syn 11.73 um^2, RSZ-0062 raised after global routing no, Initial DRC Count 5,940, CP max stage cell nor2_4, WHS Path Cells 1, Hold Path Sink register[3][5]$_DFFE_PP0P_, Crit Path Category input pin to output port, CTS resizes 0, Final min period 7.862 ns, Post-DRT Antenna Nets 0, Synth warnings 2, cts hold-fix bufs 0, async set-or-reset flop fraction in the synthesized netlist 96.88%, CP max FO 19, Post-Syn Area 51,170 um^2, class of the worst hold path flip-flop to flip-flop, Num CTS Buffers 111, f_max 127.2 MHz, ranking of synthesized cells by area dfrtp_1 49%, mux2_2 22%, a22oi_1 12%, Req. time, crit path 7.12 ns, Bufs on Longest Clock Path 3, CP Buf/Inv Count 4, pwr/cell area 227.8 nW/um^2, placed instance area 54,860 um^2, Yosys Instances 4,363, register area 25,780 um^2, crit-path max cell delay 0.83 ns, cell taking the most area after synthesis dfrtp_1, TritonCTS clock tree yes, Top Registers register x1024, final hold violations 0, most used cell, CP buf_4, Final setup viols 0, Initial Util 50.80%, setup TNS 0 ns, DRC 0, critical-path cell list buf_2 > nand2b_1 > buf_4 > nor2_4 > buf_4 > a22oi_1 > nand2_1 > a2111oi_0 > a31oi_1 > clkdlybuf4s50_1, Startpoint Class input pin, via count 45.11k, Register-to-Register Path Depth 1, slew of the pin with the lowest slew margin 1.179 ns, Max-area cell share 48.51%, Comb gate area 24,190 um^2, clock skew 0 ns, initial antenna violation count 20, Die Y 321.9 um, Core Area 100,700 um^2, Lkg Pwr 25.48 nW, CP top delay family buffers and inverters, Flops after synth 1,024, EDFF count, synth 32, Synth Instances 4,363, critical path arrival 6.08 ns, Seq share, synth 50.39%, # IOs 114, Area Overhead vs Synth 15.15%, number of global-route vias before repair 44.04k, post-DP HPWL 163,800 um, fin util 58.50%, Routed WL per cell 44.97 um, Total Wirelength 266,700 um, hold_sp register[3][5]$_DFFE_PP0P_, clk root buf clkbuf_16, clock-pin slew on the worst setup and hold paths 0.06 ns, yosys synthesis chip area 51,170 um^2, Slew Limit Fails 0, max reg flops 1,024, Layout Cells excl Fill 5,931, VDD IR max 0.1793 mV, reg-to-reg endpoint register[6][12]$_DFFE_PP0P_, total grt overflow 0, final instance area 58,920 um^2, Clock Sinks 1,024, vias per cell 7.606, Fillers 8,272, Die Width 321.9 um, yosys aoi share 15.45%, Main synth FF type dfrtp_1, DR pass1 iterations 10, xor+xnor area frac 0%, die area 103,600 um^2, pin count of the biggest net entering global routing 122, R2R Setup Slk 8.02 ns, Slew HR 21.22%, all-layer global routing usage 54.48%, Reg2Reg Launch Point register[6][12]$_DFFE_PP0P_, Worst-Skew Late Latency 0.73 ns, Rows 116, Crit. End Element output port, Top reg by flops register, Final GP Congestion 1.097, post-layout period usage 88.34%, Post-Synth Simple-Gate Area 7.641%, Cell variety after synth 65, first-pass GRT wire length 363,500 um, comb area leader multiplexers, mux cell area share after synthesis 22.83%, number of max-cap violations 0, share of cells above drive strength 1 34.29%, Post-CTS Setup Inserts 0, Placed Cells 5,694, htree depth 3, Adder Area Share 0%
through the flow:
step | total power, W | hold slack (ns) | setup WS (ns)
6_report | 0.01342 | 0.5205 | 1.038
5_1_grt | 0.01379 | 0.5403 | 1.269
4_1_cts | 0.01335 | 0.5179 | 1.468
3_5_place_dp | 0.008306 | 0.5042 | 1.475
3_3_place_gp | 0.008280 | 0.4954 | 1.488
2_1_floorplan | 0.007366 | 0.4733 | -6.546
area by class of cell:
class | instances | area share, %
multi-input combinational | 2943 | 41.06
sequential | 1024 | 43.76
antenna | 28 | 0.1189
inverter | 6 | 0.04459
tap | 1357 | 2.882
timing repair buffer | 364 | 5.360
clock buffer | 153 | 5.373
clock inverter | 56 | 1.402
per-layer routing:
metal | track usage, % | vias up | part of all wire (%)
met4 | 34.67 | 23 | 8.8
li1 | - | 16940 | -
met2 | 69.45 | 4202 | 39
met5 | 2.553 | - | 0.17
met1 | 69.00 | 22520 | 34
met3 | 35.05 | 1428 | 17
synth_stat cells, types with 5 or more instances:
library cell	number
or3_1	8
a222oi_1	26
inv_1	6
nor2_1	181
nand3_1	65
and2_1	6
nor3_1	55
a221o_1	6
a22oi_1	786
o21ai_0	28
buf_4	11
and3_1	11
dfrtp_1	992
o32a_1	7
a21oi_1	80
mux2_2	1000
nand4_1	100
nor2_2	19
a2111oi_0	10
nor3b_1	5
a32oi_1	12
a221oi_1	22
buf_2	167
nand2_1	247
a31oi_1	23
o22ai_1	8
o211ai_1	8
edfxtp_1	32
buf_1	56
clkbuf_1	182
nor4_1	37
nor2b_1	13
nand2b_1	17
nand3b_1	14
a211oi_1	5
a22o_1	25
mux2i_1	34
logic make-up after synthesis:
group                  after synthesis
buffers and inverters              427
other                                1
DFF                               1024
muxes                             1039
AOI/OAI and AO/OA                 1067
and+or+nand+nor                    805
layout by cell type, fill, tap and decap left out, drive strengths merged, types with 8 or more instances in the layout:
master            n
diode            28
nor2            202
nand2b           17
nor4             37
nor2b            13
nor3             55
or3               8
a2111oi          10
nand3b           16
o21ai            28
dfrtp           992
nand2           249
a31oi            23
a222oi           26
nand4           100
a22o             25
and3             11
mux2           1003
clkdlybuf4s50   104
clkbuf          153
mux2i            34
a221oi           22
edfxtp           32
clkinv           28
nand3            65
conb             32
a32oi            12
a21oi            80
a22oi           786
buf             260
inv              10
bufinv           19
o22ai             8
o211ai            8
where the power goes:
group	switching [W]	internal, W
registers	0.000895	0.00556
logic	0.000895	0.000985
clock network	0.00205	0.00304
total	0.00384	0.00959
how the worst max path moves through the flow:
stage	cells after the start	slack, ns	to	from
finish	10	1.04	READ_DATA_2[13]	READ_ADDRESS_2[3]
global route	11	1.27	READ_DATA_2[31]	READ_ADDRESS_2[1]
CTS	10	1.47	READ_DATA_1[13]	READ_ADDRESS_1[0]
Power is estimated from default activity; no workload was simulated.

[/design/flow/constraint.sdc]
current_design Program_Counter

set clk_period 1.0
set clk_io_pct 0.2

create_clock -name clk0 -period $clk_period [get_ports {clock}]

set non_clock_inputs [all_inputs -no_clocks]
set_input_delay [expr $clk_period * $clk_io_pct] -clock clk0 $non_clock_inputs
set_output_delay [expr $clk_period * $clk_io_pct] -clock clk0 [all_outputs]
[/design/flow/config.mk]
export PLATFORM = sky130hd
export DESIGN_NAME = Program_Counter
export DESIGN_NICKNAME = Program_Counter
export VERILOG_FILES = /design/flow/design.v
export SDC_FILE = /design/flow/constraint.sdc
export NUM_CORES = 4
export LEC_CHECK = 1
export CORE_AREA = 10 10 90 90
export DIE_AREA = 0 0 100 100
[/design/flow/run.sh]
#!/bin/bash
# OpenROAD 26Q1-2900-gdf79404cd8, Yosys 0.63+post, stock flow scripts
make -C /OpenROAD-flow-scripts/flow DESIGN_CONFIG=/design/flow/config.mk WORK_HOME=/design/flow/orfs finish
[/design/flow/design.v]
module Program_Counter #(parameter BIT_WIDTH = 32)(
    input clock, reset,
    input [BIT_WIDTH - 1:0] ADDRESS_IN,
    output reg [BIT_WIDTH - 1:0] ADDRESS_OUT
    );
    initial ADDRESS_OUT = {BIT_WIDTH{1'b0}};
    always @(posedge clock)
        begin
            if(reset)
                ADDRESS_OUT <= {BIT_WIDTH{1'b0}};
            else
                ADDRESS_OUT <= ADDRESS_IN;
        end
endmodule
==> impl.org <==
* Flow results

** CTS
- Maximum root-to-sink buffer count :: 2
- Root Buffer Master :: clkbuf_8
- The clock net in this run drives a total of 32 sinks.
- Hold repair after CTS inserted 0 buffers.
- H-tree depth reported by CTS :: 2
- The registers of the reported paths see a clock transition of 0.06 ns.
- Clock tree from TritonCTS :: built
- Per the TritonCTS log, the buffer count is 5.

** STA
- Final max-slew violation count :: 0
- The end-of-flow timing check tallies setup violations at 0.
- Max frequency :: 1050 MHz
- Transition time of the tightest slew-check pin :: 0.144 ns
- Worst slew margin :: 0.904
- Counting I/O delays and the setup requirement, the final critical path takes 0.954 ns.
- The tightest hold path in the finished design has a slack of 0.467 ns.
- Final critical-path share of the clock period :: 0.954
- Setup_tns :: 0 ns
- Setup repair after global routing left no endpoint under its margin.
- Final tally of hold violations :: 0

** Logic synthesis
- Counting flops with an async set or reset pin after synthesis yields a share of 0.
- Counting flops and latches in the post-synthesis netlist gives 32.
- Number of flops mapped to enable cells by yosys :: 0
- The synthesized netlist occupies a cell area of 863 µm².
- Cells after Synth :: 67
- Number of cells in the yosys synthesis report :: 67
- Area share, top type :: 0.742
- For reference, the top cells by area after synthesis are dfxtp_1 74%, nor2b_1 23%, buf_4 2.6%.
- The share of the Yosys chip area taken by registers is 0.742.
- Post-synthesis cell type with the largest combined area :: dfxtp_1
- Most common flop cell mapped by yosys :: dfxtp_1
- Most frequent cells after synthesis :: 32 x dfxtp_1, 32 x nor2b_1, 3 x buf_4
- The number of different library cells used by synthesis comes to 3.
- In this run the mean area of a mapped cell was 12.9 µm².
- Yosys reports a chip area of 863 µm².
- Synthesis Warnings :: 1

** Global routing
- Overall fraction of global-route tracks in use :: 0.0480
- Wire length of the first global-routing pass :: 3750 µm
- Antenna violations before repair :: 0
- The number of global-route vias before repair is 687.
- Overall overflow remaining after global route :: 0
- Maximum number of pins on one net before global-route repair :: 33

** Route
- Initial detailed-routing violation count :: 2
- Across all layers, the routed design uses 660 vias.
- Routed WL :: 2580 µm
- Antenna violation net count after detailed routing :: 0
- The routed design shows a wire length per standard cell of 12.0 µm.
- The first detailed-routing pass ran for 2 iterations.
- Count of inserted antenna diode cells :: 0
- For this run, the detailed router reports a per-instance via density of 3.07.
- TritonRoute reported its final design rule violation total as 0.

** Worst setup path
- Required time of the worst setup path :: 0.80 ns
- The longest incremental delay of any stage on the critical path is reported as 0.31 ns.
- Crit end category :: output port
- Maximum fanout encountered on the critical timing path :: 1
- Slowest cell on crit path :: dfxtp_1
- Per the post-run analysis, buffers plus inverters along the critical path come to 1.
- The critical path is of the flip-flop to output port type.
- CP delay by family, top :: flip-flops
- The worst setup path is launched from a flip-flop.
- For reference, the critical path cell chain is clkdlybuf4s15_1.
- At the worst endpoint, the arrival time is 0.75 ns.

** Cells and area
- Area Growth Syn to Fin :: 92.6%
- Flip-flop count of the largest register after layout :: 32
- Layout cell share with drive strength beyond 1 :: 0.174
- Registers with the most flip-flops :: ADDRESS_OUT x32
- Utilization after layout :: 0.265
- Most flops, register :: ADDRESS_OUT

** Placed design
- Port Buffer Count :: 65
- Placer congestion estimate :: 0.663
- Once detailed placement completed, the half-perimeter wirelength came to 2080 µm.

** Run
- Number of warning messages in the logs :: 25
- Max-cap violations in this run came to 0.

** Power and ir drop
- Reg power frac :: 0.519
- The leakage component of the power was reported as 0.667 nW.
- Switching power as a fraction of the total was reported as 0.191.
- Internal power :: 2.12 mW
- In this run the power density over the cells is 1580 nW/µm².
- Share of total power in the clock network :: 0.377
- The highest supply drop recorded on VDD is 0.557 mV.
- The share of total power dissipated in combinational logic is 0.104.
- For this design the total switching power over the nets is 0.503 mW.

** Worst hold path
- Hold Path Class :: input port to flip-flop

** Floorplan
- The die is 100 µm wide.
- The floorplan step set the die height to 100 µm.
- Starting utilization of the core area :: 0.138
- 66 I/O pins were placed.
- For reference, the placement row count at floorplan is 29.
- Area of the core :: 6280 µm²
- After floorplanning, the die was sized to cover 10,000 µm².

** Status
- The flow ran to the end, and the final reports show no timing, DRC or antenna violations.
final timing paths:
check	start	cells after the start	slack [ns]	to
min	ADDRESS_IN[0]	2	0.47	ADDRESS_OUT[0]
max	ADDRESS_OUT[10]	1	0.05	ADDRESS_OUT[10]
logic make-up (layout without fill, tap and decap cells):
kind of cell / after synthesis / in the layout / share of synthesized area
buffers and inverters: 3 / 74 / 0.0261
flip-flops: 32 / 32 / 0.742
AND/OR/NAND/NOR: 32 / 32 / 0.232
timing repair:
action / in CTS / in global routing
buffers inserted: 0 / 0
endpoints found under the setup margin: 32 / 13
endpoints found under the hold margin: 0 / 0
resized: 65 / 16
cell usage in the layout, fill, tap and decap left out:
master           netlist  routed
buf_12                 0       1
clkbuf_1               0       2
clkbuf_2               0       9
clkbuf_8               0       6
clkdlybuf4s15_1        0      23
clkdlybuf4s50_1        0      33
dfxtp_1               32      24
dfxtp_2                0       8
nor2b_1               32      32
layout make-up:
| class | count | area [µm²] |
|---|---|---|
| Timing Repair Buffer | 66 | 626 |
| Multi-Input combinational cell | 32 | 200 |
| Clock buffer | 8 | 90.1 |
| Tap cell | 77 | 96.3 |
| Sequential cell | 32 | 651 |
| Fill cell | 636 | 4610 |
power by group through the flow:
stage         clock [mW]  combinational (mW)  sequential (mW)
CTS                 1.06               0.294             1.36
global route        1.11               0.302             1.37
finish             0.990               0.273             1.36
stage by stage:
| step | setup slack [ns] | total power, mW | instances | cell area, µm² |
|---|---|---|---|---|
| floorplan | 0.509 | 1.43 | 67 | 863 |
| global placement | -0.103 | 1.71 | 207 | 1610 |
| detailed placement | -0.114 | 1.71 | 207 | 1610 |
| CTS | 0.00192 | 2.72 | 215 | 1700 |
| global route | 0.00124 | 2.78 | 215 | 1660 |
| finish | 0.0463 | 2.63 | 215 | 1660 |
per-layer routing:
metal,GRT usage,vias up,share of wire
met2,0.0762,36,0.48
met3,0.0368,2,0.15
li1,-,337,-
met5,0,-,0
met1,0.0512,285,0.37
met4,0.00652,0,0.0035
Power and IR drop assume default switching activity.
